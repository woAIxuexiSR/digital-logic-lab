==> /design/flow/design.v <==
`timescale 1ns / 1ps
module calculator(mclk,bin,btn0,btn1,btn2,reset,outbin);
	input mclk;
	input [6:0] bin;
	input btn0;
	input btn1;
	input btn2;
	input reset;
	output reg [13:0] outbin;
	reg [2:0] s;
	reg [13:0] answer;
	reg [13:0] tmp;
	integer i;
	always@(posedge mclk) begin
		if(reset == 1) begin
			s = 0;
			answer = 0;
			outbin = 0;
		end
		else if(s == 0 && ~btn1 && ~btn2)
			outbin = bin;
		else if(s == 0 && btn1) begin
			s = 1;
			outbin = bin;
			answer = bin;
		end
		else if(s ==0 && btn2) begin
			s = 2;
			outbin = bin;
			answer = bin;
		end
		else if(s == 1 && ~btn0) 
			outbin = bin;
		else if(s == 1 && btn0) begin
			tmp = answer;
			answer = 14'b0;
			for(i = 0;i <= 6;i = i + 1) begin
				if(bin[i] == 1)
					answer = answer + tmp;
				tmp = tmp << 1;
				tmp[0] = 0;
			end
			outbin = answer;
			s = 4;
		end
		else if(s == 2 && ~btn0) 
			outbin = bin;
		else if(s == 2 && btn0) begin
			answer = answer + bin;
			outbin = answer;
			s = 4;
		end
	end
endmodule
==> /design/flow/run.sh <==
#!/bin/bash
# OpenROAD 26Q1-2900-gdf79404cd8, Yosys 0.63+post, stock flow scripts
make -C /OpenROAD-flow-scripts/flow DESIGN_CONFIG=/design/flow/config.mk WORK_HOME=/design/flow/orfs finish
==> /design/flow/config.mk <==
export PLATFORM = sky130hd
export DESIGN_NAME = calculator
export DESIGN_NICKNAME = calculator
export VERILOG_FILES = /design/flow/design.v
export SDC_FILE = /design/flow/constraint.sdc
export NUM_CORES = 4
export LEC_CHECK = 1
export CORE_UTILIZATION = 50
==> /design/flow/constraint.sdc <==
current_design calculator

set clk_period 14.1
set clk_io_pct 0.2

create_clock -name clk0 -period $clk_period [get_ports {mclk}]

set non_clock_inputs [all_inputs -no_clocks]
set_input_delay [expr $clk_period * $clk_io_pct] -clock clk0 $non_clock_inputs
set_output_delay [expr $clk_period * $clk_io_pct] -clock clk0 [all_outputs]
==> results.txt <==
impl run done, here's what came out: status=finished, final reports clean, First DRT Iteration DRCs=between 400 and 500, Post-Syn Area=about 0.0054 mm^2, Seq/Total Area, Yosys=11.4%, synthesized area per cell=slightly above 7 um^2, clock sink total=31, Switching Share=43.1%, Yosys chip area=0.00543 mm^2, min-delay src=outbin[8], worst-path fanout max=19, Tool Warnings=27, die height=106 um, Max Cap Violations=0, Startpoint Class=input pin, Tmin final=12.17 ns, row count=37, crit end category=register, clock skew=~0.0058 ns, arrival time at the worst endpoint=12.38 ns, CP peak stage delay=0.75 ns, vias in the first global route=around 5000, total power=0.405 mW, endpoints failing setup=0, post-DR vias/cell=between 6 and 7, R2R setup slack=4.86 ns, Synth Register Bits=31, final period utilization=86.3%, Mapped Cells=760, min-delay worst type=register to register, PortBufs=25, # hold bufs at CTS=0, FMAX=0.0821 GHz, die area=0.0113 mm^2, EDFF count, synth=0, Inst Count DP=903, post-route antenna net violation count=0, RSZ-0062 raised after global routing=no, Worst Tran Pin Value=0.941 ns, layout cells sized above 1=6.06%, Comb power frac=55.7%, TritonCTS Buffers=5, vias=~5700, GRT overflow=0, clk buf depth=2, RePlAce Congestion=1.03, Reg power frac=24.3%, CP Data Required Time=~14 ns, initial antenna violation count=0, Setup CP Type=input pin to register, Top cell area share=between 10% and 20%, Netlist cell types=78, number of cells in Yosys stat=760, Hold Crit Endpoint=outbin[8], NetSw=0.174 mW, core region area=roughly 0.010 mm^2, Ports=26, die width=approximately 110 um, Clk network pwr share=20.0%, DR pass1 iterations=8, R2R Path Start=answer[1], GRT Total Usage=32.6%, Leak=2.68 nW, Resize count post-CTS=0, final WL=17700 um, reg2reg end=outbin[13], Slew Viols, Final=0, Clock transition at path regs=~0.070 ns, Post-CTS Setup Inserts=0, Async S/R FF share, synth=0%, Setup TNS=0 ns, Core Util at FP=52.1%, wire per inst=19.4 um, number of diodes=0, first-pass GRT wire length=27600 um, top post-synthesis cells by area=ha_1 15%, dfxtp_1 11%, a21oi_1 5.8%, non-filler instance count after layout=911, Ys Warns=1, depth of the CTS H-tree=2, Max IR drop VDD=~0.06 mV, Critical-path top delay cell=clkdlybuf4s50_1, Final HPWL DP=13500 um, clk root buf=clkbuf_8, worst relative slew slack=37.0%, clk ins delay skew pair=0.28 ns, largest net degree at the start of global routing=27, final hold violation count=0, area delta synth->final=9.26%, Register-to-Register Path Depth=44, Internal=0.230 mW, drc violations=0, PD cells=~68 mW/mm^2, worst hold stages=2, most numerous logic cells after layout=71 x nand2_1, 71 x nor2_1, 63 x a21oi_1, 63 x ha_1, 54 x o21ai_0, Main synth FF type=dfxtp_1, biggest area consumer among synthesized cells=ha_1, CTS tree=done
==> power by group through the flow <==
stage	clock network [mW]	registers, mW	logic, mW
after CTS	0.0820	0.0982	0.223
after global routing	0.0847	0.0988	0.250
final	0.0809	0.0982	0.225
==> registers in the layout, indices dropped and copies added (netlist names) <==
name    cells
answer     14
outbin     14
s           3
==> cells by family (layout without fill, tap and decap cells) <==
family,Yosys count,count (layout),share of synthesized area [%]
AND/OR/NAND/NOR,240,240,20.7
AND-OR/OR-AND,269,269,33.0
adder cells (fa/ha/maj),71,71,17.3
XOR/XNOR,50,50,8.60
flip-flops,31,31,11.4
multiplexers,15,15,2.88
buffers and inverters,84,99,6.06
==> through the flow <==
step	setup WS (ns)	hold slack (ns)	utilization [%]	cell area, um^2
3_3_place_gp	1.87	0.436	56.0	5830
5_1_grt	1.35	0.477	56.9	5930
4_1_cts	2.02	0.459	56.9	5930
3_5_place_dp	1.76	0.444	56.0	5830
2_1_floorplan	3.27	0.399	-	5430
6_report	1.93	0.453	56.9	5930
==> worst max path at each step <==
stage	slack, ns	end	start	depth (start not counted)
6_report	1.93	outbin[13]	bin[0]	44
5_1_grt	1.35	outbin[13]	bin[0]	43
4_1_cts	2.02	outbin[13]	bin[0]	44
==> Yosys cell counts (all sizes together) (3+ instances only) <==
cell	number
or3	8
o21bai	5
dfxtp	31
xnor2	33
ha	63
nand2b	8
o221ai	5
clkinv	4
a21o	18
a21boi	5
a221oi	7
nand3	13
o211ai	6
fa	7
o21a	17
or2	5
and3	8
a211oi	12
a22oi	8
clkbuf	26
o211a	4
o31ai	8
inv	46
nand2	71
xor2	15
and2	12
nor2	71
a31oi	10
mux2	5
a2111oi	3
nor3b	4
nor3	22
nand4	3
nor2b	8
o21ai	62
mux2i	10
a21oi	64
a31o	3
buf	8
o22ai	7
==> critical path, delay by kind of cell <==
family	cells	cell delay [ns]
multiplexers	1	0.31
adder cells (fa/ha/maj)	7	1.97
AND/OR/NAND/NOR	11	2.05
AND-OR/OR-AND	14	2.71
buffers and inverters	3	0.85
XOR/XNOR	8	1.65
==> per-layer routing <==
metal  global-route usage (%)  part of all wire (%)  vias up
li1                         -                     -     2807
met2                     52.6                    46      237
met1                     48.0                    44     2632
met3                     4.07                   7.5       24
met4                     5.56                   2.0        0
met5                        0                     0        -
==> area by class of cell <==
type,count,area [um^2]
Clock buffer,7,96.3
Clock inverter,1,7.51
Fill cell,1006,4480
Inverter,50,188
Multi-Input combinational cell,645,4480
Sequential cell,31,621
Tap cell,136,170
Timing Repair Buffer,41,370
No activity file was given, so power comes from the tool's default toggle rates.
