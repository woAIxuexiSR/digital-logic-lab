--- flow/run.sh ---
#!/bin/bash
# OpenROAD 26Q1-2900-gdf79404cd8, Yosys 0.63+post, stock flow scripts
make -C /OpenROAD-flow-scripts/flow DESIGN_CONFIG=/design/flow/config.mk WORK_HOME=/design/flow/orfs finish
--- flow/config.mk ---
export PLATFORM = sky130hd
export DESIGN_NAME = bcd2bin
export DESIGN_NICKNAME = bcd2bin
export VERILOG_FILES = /design/flow/design.v
export SDC_FILE = /design/flow/constraint.sdc
export NUM_CORES = 4
export LEC_CHECK = 1
export CORE_AREA = 10 10 70 70
export DIE_AREA = 0 0 80 80
--- flow/constraint.sdc ---
current_design bcd2bin

set clk_period 4.0
set clk_io_pct 0.2

create_clock -name clk0 -period $clk_period

set non_clock_inputs [all_inputs -no_clocks]
set_input_delay [expr $clk_period * $clk_io_pct] -clock clk0 $non_clock_inputs
set_output_delay [expr $clk_period * $clk_io_pct] -clock clk0 [all_outputs]
--- flow/design.v ---
`timescale 1ns / 1ps
module bcd2bin(bcd,bin);
	input [7:0] bcd;
	output reg [6:0] bin;
	integer i;
	always@(bcd) begin
		i = bcd[7]*80+bcd[6]*40+bcd[5]*20+bcd[4]*10+bcd[3]*8+bcd[2]*4+bcd[1]*2+bcd[0]*1;
		bin = i;
	end
endmodule
==> qor.txt <==
Area growth syn-to-layout: 96.5%
RePlAce Congestion: 0.732
total power: 0.0608 mW
Vias/cell: 2.35
fin crit share: 0.949
n_diodes: 0
required time worst endpoint: 3.20 ns
P per Cell Area: 144 nW/um2
Yosys Instances: 18
layout cells sized above 1: 0.182
core region area: 3420 um2
crit end category: output port
Synth top cell by count: ha_1
global-route usage over all layers: 0.0181
FP Rows: 21
dpl cells: 79
critical path arrival: 3.00 ns
Total Routed Length: 611 um
hold depth: 0
largest net degree at the start of global routing: 3
floorplan utilization: 0.0630
Antenna Violating Nets Remaining: 0
routed vias: 186
initial antenna violation count: 0
fmax: 263 MHz
WHS: 1.60 ns
DRC errors left: 0
Die Size: 6400 um2
RSZ-0062 raised after global routing: no
area share, top type: 0.581
Util after Layout: 0.124
Avg WL per Cell: 7.73 um
Cell area leaders: ha_1 58%, fa_1 19%, xor2_1 8.1%
vias in the first global route: 175
top cells by count: 10 x ha_1, 2 x fa_1, 2 x xor2_1
status: finished clean
Port Buffer Count: 13
post-route cell area: 423 um2
Horiz. Die Dim: 80 um
Final Hold Fails: 0
Seq share, synth: 0
register area: 0 um2
drt pass-1 iters: 1
clock buffers: 0
crit-path max FO: 2
YS chip area: 215 um2
Worst Min Path Start: bcd[0]
critical path class: input pin to output port
MaxCap Viol Count: 0
non-filler cells, final: 79
Period minus WS final: 3.80 ns
Distinct lib cells used: 7
Hold WC Path Type: input pin to output port
Max-Slew Margin vs Limit: 0.896
DP Wirelength: 593 um
Syn Inst Count: 18
Leak: 0.197 nW
Worst Hold Path EP: bin[0]
Chip Height: 80 um
max-slew violations: 0
syn_area_per_cell: 12.0 um2
flop count: 0
post-synth top area cell: ha_1
initial DRC count: 0
total grt overflow: 0
critical path launch point type: input pin
maximum VDD drop: 0.0169 mV
Ys Warns: 1
placed cell areas: 418 um2
Worst Max-Slew Pin Slew: 0.155 ns
global-route wire length before repair: 924 um
# IOs: 15
Mapped Area: 215 um2
worst setup path startpoint: bcd[4]
OpenROAD warnings: 32
hold buffers post-CTS: 0
Logic cell area: 213 um2
final-layout fill cell count: 394
final setup vio count: 0
report_power, final:
| part | leakage (nW) | internal, mW | switching, mW | total, mW |
|---|---|---|---|---|
| clock network | 0 | 0 | 0 | 0 |
| logic | 0.197 | 0.0405 | 0.0202 | 0.0608 |
| registers | 0 | 0 | 0 | 0 |
| total | 0.197 | 0.0405 | 0.0202 | 0.0608 |
through the flow:
stage | setup TNS, ns | worst slack, ns
after floorplan | 0 | 0.915
after global placement | -0.324 | -0.203
after detailed placement | -0.280 | -0.170
after CTS | 0 | 0.00214
after global routing | 0 | 0.100
final | 0 | 0.203
worst max path at each step:
stage / endpoint / slack, ns / cells after the start
after CTS: bin[6] / 0.002 / 8
after global routing: bin[5] / 0.10 / 7
final: bin[5] / 0.20 / 7
cell usage in the layout, fill, tap and decap left out:
master	count
a21o_1	1
a21oi_2	1
buf_4	3
clkdlybuf4s50_1	10
dlygate4sd2_1	2
dlymetal6s2s_1	1
fa_1	1
fa_2	1
ha_1	9
ha_2	1
xnor2_1	1
xor2_1	2
cell families (layout without fill, tap and decap cells):
| kind of cell | after synthesis | in the layout | synth area share |
|---|---|---|---|
| adders and majority gates | 12 | 12 | 0.767 |
| xor gates and xnor gates | 3 | 3 | 0.122 |
| AOI/OAI and AO/OA | 2 | 2 | 0.0756 |
| buffers and inverters | 1 | 16 | 0.0349 |
area by class of cell:
cell class | instances | area share
timing repair buffer | 16 | 0.361
tap | 46 | 0.136
multi-input combinational | 17 | 0.503
metal layers:
layer  routed length [um]  vias to the layer above  track usage
li1                     -                       95            -
met1                  247                       84       0.0192
met2                  325                        7       0.0353
met3                   39                        0      0.00568
met4                    0                        0            0
met5                    0                        -            0
worst max-delay path, stage by stage:
cell	delay (ns)
clkdlybuf4s50_1	0.44
ha_1	0.33
fa_2	0.45
ha_2	0.20
fa_1	0.37
xor2_1	0.16
dlygate4sd2_1	0.25
what timing repair did:
action,4_1_cts,5_1_grt
gates resized,4,1
buffers inserted,0,0
pin swaps,2,1
setup endpoints to repair,3,1
Power figures rest on the tool's default switching activity, not on a simulated workload.
