## flow/config.mk

```make
export PLATFORM = sky130hd
export DESIGN_NAME = bin2bcd
export DESIGN_NICKNAME = bin2bcd
export VERILOG_FILES = /design/flow/design.v
export SDC_FILE = /design/flow/constraint.sdc
export NUM_CORES = 4
export LEC_CHECK = 1
export CORE_AREA = 10 10 110 110
export DIE_AREA = 0 0 120 120
```

## flow/constraint.sdc

```tcl
current_design bin2bcd

set clk_period 19.9
set clk_io_pct 0.2

create_clock -name clk0 -period $clk_period

set non_clock_inputs [all_inputs -no_clocks]
set_input_delay [expr $clk_period * $clk_io_pct] -clock clk0 $non_clock_inputs
set_output_delay [expr $clk_period * $clk_io_pct] -clock clk0 [all_outputs]
```

## flow/design.v

```verilog
`timescale 1ns / 1ps
module bin2bcd(bin,thousand,hundred,ten,one);
	input [13:0] bin;
	output reg [3:0] thousand;
	output reg [3:0] hundred;
	output reg [3:0] ten;
	output reg [3:0] one;
	integer i;
	always@(bin) begin
		thousand = 4'd0;
		hundred = 4'd0;
		ten = 4'd0;
		one = 4'd0;
		for(i=13;i>=0;i=i-1) begin
			if(thousand >= 5)
				thousand = thousand + 3;
			if(hundred >= 5)
				hundred = hundred + 3;
			if(ten >= 5)
				ten = ten + 3;
			if(one >= 5)
				one = one + 3;
			thousand = thousand << 1;
			thousand[0] = hundred[3];
			hundred = hundred << 1;
			hundred[0] = ten[3];
			ten = ten << 1;
			ten[0] = one[3];
			one = one << 1;
			one[0] = bin[i];
		end
	end
endmodule
```

## flow/run.sh

```bash
#!/bin/bash
# OpenROAD 26Q1-2900-gdf79404cd8, Yosys 0.63+post, stock flow scripts
make -C /OpenROAD-flow-scripts/flow DESIGN_CONFIG=/design/flow/config.mk WORK_HOME=/design/flow/orfs finish
```

==> impl_metrics.csv <==
group,metric,value,unit
global_route,grtUsageTotal,12.0,%
clock_network,cts_resized,0,
logic_synthesis,syn-mean-instance-area,7.01,um2
sta,setup_viol,0,
final_layout,area_growth,8.68,%
sta,drv_slew,0,
critical_path,critPathRequiredTime,15.92,ns
detailed_routing,via_count,3836,
logic_synthesis,ys_area,3720,um2
global_route,grt_max_degree,24,
logic_synthesis,synth.cell_area,3720,um2
logic_synthesis,synth-simple-area-share,28.2,%
critical_path,arrival,14.78,ns
die,chip_area,14400,um2
critical_path,end_kind,"output port",
final_layout,stdcell_area,4040,um2
logic_synthesis,synth.area.mux_share,7.94,%
critical_path,worst_path_most_repeated_cell,"ha_1",
logic_synthesis,logic_family,"AND-OR/OR-AND gates",
die,die_w,120,um
die,rows,36,
die,initial_core_util,38.1,%
final_layout,utilization,41.4,%
logic_synthesis,syn_inst,531,
placement,gp_congestion,0.883,
die,core,9770,um2
logic_synthesis,yosys_warnings,1,
sta,slew_headroom,50.1,%
detailed_routing,num_antenna_cells,0,
sta,period_used_share,94.3,%
job,cap_violations,0,
placement,place_ws,1.18,ns
placement,place.port_buffers,28,
final_layout,fin_cells,666,
die,num_io_pins,30,
sta,fin_setup_tns,0,ns
detailed_routing,via_per_inst,5.76,
final_layout,seq_cells,0,
critical_path,cp_max_fo,10,
global_route,overflow,0,
global_route,grt_pass1_wl,15900,um
sta,tightest_slew,0.746,ns
critical_path,slowest_stage,"xnor2_1",
job,warnings,37,
critical_path,cp-start-kind,"primary input",
global_route,antenna_found_initial,0,
hold_path,hp-class,"primary input to output port",
sta,timing.hold.ws,7.96,ns
placement,placedInstanceArea,4040,um2
hold_path,hold_end,"one[0]",
die,die_h,120,um
logic_synthesis,ys_types,105,
placement,dp_cells,666,
sta,worst_slack,1.14,ns
logic_synthesis,ys_seq_share,0,%
logic_synthesis,xor_share,5.52,%
clock_network,hold_buffers,0,
sta,finalCriticalPeriod,18.76,ns
final_layout,regArea,0,um2
critical_path,crit_type,"primary input to output port",
logic_synthesis,compound_area_share,43.1,%
hold_path,whs_path_depth,0,
clock_network,cts_setup_buffers,0,
critical_path,critPathMaxStageDelay,0.51,ns
final_layout,drive_above_1_share,12.2,%
detailed_routing,detail_route.wirelength,8530,um
final_layout,nFillCells,1011,
final_layout,clkbuf_count,0,
detailed_routing,drt_iter0_markers,259,
sta,max_clock_freq,53.3,MHz
detailed_routing,first_pass_iters,4,
status,status,"complete, no violations",
detailed_routing,ant_nets,0,
logic_synthesis,adder_share,8.07,%
global_route,grt_pass1_vias,3509,
sta,rsz0062_at_grt,"false",
placement,dp_hpwl,6700,um
detailed_routing,route.detailed.drc,0,
logic_synthesis,yosysCellCount,531,
hold_path,min_from,"bin[0]",
detailed_routing,detail_route.wl_per_cell,12.8,um
sta,hold_viol,0,
cell families after synthesis:
kind of cell,Yosys count
and+or+nand+nor,199
AOI/OAI and AO/OA,200
muxes,26
xor gates and xnor gates,20
buffers and inverters,62
adders and majority gates,24
placed cells by master (no fill, tap or decap), types with 12 or more instances in the layout:
master           count
o21ai_0             21
nand2_1             45
clkdlybuf4s50_1     28
inv_1               28
a21oi_1             33
nor2_1              52
ha_1                24
mux2i_1             15
xnor2_1             12
a21o_1              12
critical path, delay by kind of cell:
family          cells  cell delay (ns)
buf+inv             6             1.47
xor+xnor            2             0.76
simple gates       12             2.61
compound gates     15             3.87
mux                 2             0.29
fa+ha+maj           7             1.82
worst max path at each step:
| stage | from | to | slack [ns] | depth (start not counted) |
|---|---|---|---|---|
| 4_1_cts | bin[12] | hundred[2] | 1.14 | 44 |
| 5_1_grt | bin[12] | hundred[2] | 0.008 | 44 |
| 6_report | bin[12] | hundred[2] | 1.14 | 44 |
synth_stat cells (12+ instances only):
cell type	count	area [um2]
nor2_1	52	195
nand2_1	45	169
a21oi_1	33	165
inv_1	28	105
ha_1	24	300
o21ai_0	21	105
mux2i_1	15	150
clkbuf_1	14	52.6
a21o_1	12	90.1
xnor2_1	12	105
final cells by class:
class / count / area, um2 / area share (%)
Tap cell: 133 / 166 / 4.12
Multi-Input combinational cell: 469 / 3450 / 85.4
Timing Repair Buffer: 30 / 295 / 7.30
Inverter: 34 / 128 / 3.16
routing by layer:
metal	global-route usage, %	up-vias	routed length (um)	share of wire [%]
met5	0	-	0	0
met4	0.679	0	22	0.26
met3	0.571	4	165	1.9
met2	20.0	42	3950	46
met1	17.5	1745	4390	51
li1	-	2045	-	-
